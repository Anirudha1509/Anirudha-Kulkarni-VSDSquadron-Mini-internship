### constraint.sdc
current_design ani_rv32i

set clk_period 15.3
set clk_io_pct 0.2

create_clock -name clk0 -period $clk_period [get_ports {RN}]
create_clock -name clk1 -period $clk_period [get_ports {clk}]

set non_clock_inputs [all_inputs -no_clocks]
set_input_delay [expr $clk_period * $clk_io_pct] -clock clk0 $non_clock_inputs
set_output_delay [expr $clk_period * $clk_io_pct] -clock clk0 [all_outputs]
### config.mk
export PLATFORM = sky130hd
export DESIGN_NAME = ani_rv32i
export DESIGN_NICKNAME = ani_rv32i
export VERILOG_FILES = /design/flow/design.v
export SDC_FILE = /design/flow/constraint.sdc
export NUM_CORES = 4
export LEC_CHECK = 1
export CORE_UTILIZATION = 40
### design.v
module ani_rv32i(clk,RN,NPC,WB_OUT);
input clk;
input RN;
integer k;
wire  EX_MEM_COND ;
reg 
BR_EN;
reg[31:0] 
IF_ID_IR,
IF_ID_NPC;                                
reg[31:0] 
ID_EX_A,
ID_EX_B,
ID_EX_RD,
ID_EX_IMMEDIATE,
ID_EX_IR,ID_EX_NPC;      
reg[31:0] 
EX_MEM_ALUOUT,
EX_MEM_B,EX_MEM_IR;                        
parameter 
ADD=3'd0,
SUB=3'd1,
AND=3'd2,
OR=3'd3,
XOR=3'd4,
SLT=3'd5,
ADDI=3'd0,
SUBI=3'd1,
ANDI=3'd2,
ORI=3'd3,
XORI=3'd4,
LW=3'd0,
SW=3'd1,
BEQ=3'd0,
BNE=3'd1,
SLL=3'd0,
SRL=3'd1;
parameter 
AR_TYPE=7'd0,
M_TYPE=7'd1,
BR_TYPE=7'd2,
SH_TYPE=7'd3;
reg[31:0] 
MEM_WB_IR,
MEM_WB_ALUOUT,
MEM_WB_LDM;                      
output reg [31:0]WB_OUT,NPC;
reg [31:0]REG[0:31];                                               
reg [31:0]MEM[0:31];                                             
reg [31:0]DM[0:31];   
always @(posedge clk or posedge RN) begin
    if(RN) begin
    NPC<= 32'd0;
    BR_EN<= 1'd0; 
    REG[0] <= 32'h00000000;
    REG[1] <= 32'd1;
    REG[2] <= 32'd2;
    REG[3] <= 32'd3;
    REG[4] <= 32'd4;
    REG[5] <= 32'd5;
    REG[6] <= 32'd6;
    end
    else begin
    NPC <= BR_EN ? EX_MEM_ALUOUT : NPC +32'd1;
    BR_EN <= 1'd0;
    IF_ID_IR <=MEM[NPC];
    IF_ID_NPC <=NPC+32'd1;
    end
end
always @(posedge RN) begin
MEM[0] <= 32'h02208300;          
MEM[1] <= 32'h02209380;          
MEM[2] <= 32'h0230a400;          
MEM[3] <= 32'h02513480;          
MEM[4] <= 32'h0240c500;          
MEM[5] <= 32'h02415580;          
MEM[6] <= 32'h00520600;          
MEM[7] <= 32'h00209181;          
MEM[8] <= 32'h00208681;          
MEM[9] <= 32'h00f00002;          
MEM[25] <= 32'h00210700;          
end
always @(posedge clk) begin
ID_EX_A <= REG[IF_ID_IR[19:15]];
ID_EX_B <= REG[IF_ID_IR[24:20]];
ID_EX_RD <= REG[IF_ID_IR[11:7]];
ID_EX_IR <= IF_ID_IR;
ID_EX_IMMEDIATE <= {{20{IF_ID_IR[31]}},IF_ID_IR[31:20]};
ID_EX_NPC<=IF_ID_NPC;
end
always@(posedge clk) begin
EX_MEM_IR <=  ID_EX_IR;
case(ID_EX_IR[6:0])
AR_TYPE:begin
    if(ID_EX_IR[31:25]== 7'd1)begin
    case(ID_EX_IR[14:12])
    ADD:EX_MEM_ALUOUT <= ID_EX_A + ID_EX_B;
    SUB:EX_MEM_ALUOUT <= ID_EX_A - ID_EX_B;
    AND:EX_MEM_ALUOUT <= ID_EX_A & ID_EX_B;
    OR :EX_MEM_ALUOUT <= ID_EX_A | ID_EX_B;
    XOR:EX_MEM_ALUOUT <= ID_EX_A ^ ID_EX_B;
    SLT:EX_MEM_ALUOUT <= (ID_EX_A < ID_EX_B) ? 32'd1 : 32'd0;
    endcase
    end
    else begin
        case(ID_EX_IR[14:12])
        ADDI:EX_MEM_ALUOUT <= ID_EX_A + ID_EX_IMMEDIATE;
        SUBI:EX_MEM_ALUOUT <= ID_EX_A - ID_EX_IMMEDIATE;
        ANDI:EX_MEM_ALUOUT <= ID_EX_A & ID_EX_B;
        ORI:EX_MEM_ALUOUT  <= ID_EX_A | ID_EX_B;
        XORI:EX_MEM_ALUOUT <= ID_EX_A ^ ID_EX_B;
        endcase
    end
end
M_TYPE:begin
    case(ID_EX_IR[14:12])
    LW  :EX_MEM_ALUOUT <= ID_EX_A + ID_EX_IMMEDIATE;
    SW  :EX_MEM_ALUOUT <= ID_EX_IR[24:20] + ID_EX_IR[19:15];
    endcase
end
BR_TYPE:begin
    case(ID_EX_IR[14:12])
    BEQ:begin 
    EX_MEM_ALUOUT <= ID_EX_NPC+ID_EX_IMMEDIATE;
    BR_EN <= 1'd1 ? (ID_EX_IR[19:15] == ID_EX_IR[11:7]) : 1'd0;
end
BNE:begin 
    EX_MEM_ALUOUT <= ID_EX_NPC+ID_EX_IMMEDIATE;
    BR_EN <= (ID_EX_IR[19:15] != ID_EX_IR[11:7]) ? 1'd1 : 1'd0;
end
endcase
end
SH_TYPE:begin
case(ID_EX_IR[14:12])
SLL:EX_MEM_ALUOUT <= ID_EX_A << ID_EX_B;
SRL:EX_MEM_ALUOUT <= ID_EX_A >> ID_EX_B;
endcase
end
endcase
end
always@(posedge clk) begin
MEM_WB_IR <= EX_MEM_IR;
case(EX_MEM_IR[6:0])
AR_TYPE:MEM_WB_ALUOUT <=  EX_MEM_ALUOUT;
SH_TYPE:MEM_WB_ALUOUT <=  EX_MEM_ALUOUT;
M_TYPE:begin
case(EX_MEM_IR[14:12])
LW:MEM_WB_LDM <= DM[EX_MEM_ALUOUT];
SW:DM[EX_MEM_ALUOUT]<=REG[EX_MEM_IR[11:7]];
endcase
end
endcase
end
always@(posedge clk) begin
case(MEM_WB_IR[6:0])
AR_TYPE:begin 
WB_OUT<=MEM_WB_ALUOUT;
REG[MEM_WB_IR[11:7]]<=MEM_WB_ALUOUT;
end
SH_TYPE:begin
WB_OUT<=MEM_WB_ALUOUT;
REG[MEM_WB_IR[11:7]]<=MEM_WB_ALUOUT;
end
M_TYPE:begin
case(MEM_WB_IR[14:12])
LW:begin
WB_OUT<=MEM_WB_LDM;
REG[MEM_WB_IR[11:7]]<=MEM_WB_LDM;
end
endcase
end
endcase
end
endmodule
### run.sh
#!/bin/bash
# OpenROAD 26Q1-2900-gdf79404cd8, Yosys 0.63+post, stock flow scripts
make -C /OpenROAD-flow-scripts/flow DESIGN_CONFIG=/design/flow/config.mk WORK_HOME=/design/flow/orfs finish
==> notes.md <==
Synthesis and place-and-route results.

- After clock tree synthesis, the clock-pin slew on the worst setup and hold paths is 0.06 ns.
- The die covers 0.1848 sq mm.
- The startpoint of the lowest-slack register-to-register path is ID_EX_B[3].
- Dividing total power by cell area gives a power density of 111.8 mW/mm^2.
- The remaining max-slew budget at the tightest pin is 34.13%.
- The routability-driven placement congestion ratio is 1.039.
- The number of antenna violations at the first check in global routing is 9.
- In the routed layout, each cell is associated on average with a via count of 6.218.
- The layout summary lists the proportion of cells stronger than drive strength 1 as 17.86%.
- The row count is 156.
- The worst hold path belongs to the class clock port to flip-flop.
- The largest net degree at the start of global routing is 86.
- In this run the standard cell core region covers 0.1813 sq mm.
- The commonest cells after synthesis are sky130_fd_sc_hd__edfxtp_1, sky130_fd_sc_hd__nor2_1, sky130_fd_sc_hd__mux4_2.
- Max fanout on the critical path was recorded as 13.
- The setup slack at placement is 5.624 ns.
- Looking at hold timing, the worst path starts from RN.
- STA puts the critical path data arrival time at 8.04 ns.
- Relative to the synthesized area, the layout overhead comes to 14.16%.
- In this run the cell area of the synthesized design comes to 0.07325 sq mm.
- Setup repair after global routing left no endpoint under its margin.
- The transition time recorded at the tightest slew-check pin is 0.9821 ns.
- Between clock sinks in the finished design, the worst skew comes to 0.07760 ns.
- The count of port buffers added during placement is 64.
- Per the post-synthesis report, the number of cells in the design is 4,855.
- Once routing completed, OpenROAD measured the worst setup slack at 7.724 ns.
- The total count of hold-check failures in the final report is 48.
- According to the report, the first pass of detailed routing completed in 9 iterations.
- The flow ran to the end, but the final reports show violations.
- Measured along the y axis, the die boundary spans 429.9 um.
- The total via count after detailed routing is 47,040.
- After detailed placement, the design holds a cell count of 7,150.
- The all-layer global routing usage is 28.24%.
- The last timing report of the flow puts the setup violation total at 0.
- For this run, the slowest stage of the critical path takes 0.17 ns.
- The number of enable flip-flop cells is 1,488.
- The sum of routed wire length over all layers is 240,800 um.
- The proportion of synthesized flip-flops having asynchronous set or reset is 1.939%.
- The proportion of synthesized chip area in sequential cells is 65.64%.
- The number of violations of the max-capacitance limit is 0.
- The prevailing post-synth register cell is sky130_fd_sc_hd__edfxtp_1.
- The pre-placement core utilization is 40.40%.
- Per the detail_route report, routed wire per instance is 31.83 um.
- In this run, synthesis produced a sequential element count of 1,650.
- IR analysis of the VDD net gives a maximum drop of 0.0001005 V.
- The critical path's slowest stage uses the library cell sky130_fd_sc_hd__clkbuf_16.
- Adding up every negative setup slack in the final design gives 0 ns.
- The remaining number of nets flagged by the antenna check after routing is 0.
- The count of different cell masters after synthesis is 105.
- The global-route wire length before repair is 347,000 um.
- The die span in x is 429.9 um.
- The launch point of the worst path is RN.
- The required time reported for the critical path endpoint is 15.77 ns.
- Yosys printed 1,125 warnings.
- For reference, the final report shows the max-slew violation count at 0.
- The number of buffer and inverter instances along the worst setup path is 3.
- The main area contributors are sky130_fd_sc_hd__edfxtp_1, sky130_fd_sc_hd__mux4_2, sky130_fd_sc_hd__dfxtp_1.
- Per STA, the worst path accumulates the most delay in the family buffers and inverters.
- The filler-free cell count of the finished design is 7,564.
- Once the clock tree was built, the resizer swapped 0 gates to a different size.
- The warning total across the stage logs is 179.
- The power after layout is 0.009347 W.
- Counting stages on the worst path, the most repeated cell is sky130_fd_sc_hd__clkbuf_16.
- The type of element launching the critical path is a clock port.
- In this run the count of I/O pins placed on the die edge is 66.
- The estimated wirelength of the detail-placed design is 153,800 um.
- By instance count, the leading cell after synthesis is sky130_fd_sc_hd__edfxtp_1.
- The path type of the worst setup path is clock port to flip-flop.
- The hold buffer count at CTS is 0.
- The final worst hold slack is -0.2611 ns.
- The violation tally recorded at the end of detailed-routing iteration 0 is 4,107.
- Per STA, the worst path is made up of clkbuf_16 > clkbuf_16 > inv_1.
- For this run the aggregate overflow at the end of global routing stands at 0.
- TritonCTS built the clock tree.
- For reference, the post-synthesis area per instance comes to 15.09 sq um.
- The leakage power total is 29.48 nW.
- Post-CTS timing repair inserted 0 buffers for setup.
- The post-route DRC violation count is 0.
- The dominant cell type by area after synthesis is sky130_fd_sc_hd__edfxtp_1.
- The kind of end point of the critical path is a flip-flop.
- The checks that failed: negative hold slack.
- The area share of the largest cell type after synthesis is 61.00%.
- The number of cells in Yosys stat is 4,855.
- The via count of the first global-routing pass was 49,360.
- The summed standard-cell area reported by yosys is 0.07325 sq mm.
through the flow:
stage | util [%] | area, sq um | hold slack [ns]
detailed placement | 42.68 | 77390 | 0.3121
floorplan | - | 73250 | 0.3096
finish | 46.12 | 83630 | -0.2611
global route | 46.12 | 83620 | -0.2843
global placement | 42.67 | 77380 | 0.3155
CTS | 46.12 | 83620 | -0.3113
final cells by class:
type / count / area [sq um]
timing repair buffer: 265 / 2166
clock inverter: 192 / 1489
tap: 2370 / 2965
fill: 15360 / 97700
inverter: 133 / 499.2
sequential: 1650 / 48100
antenna: 3 / 7.507
multi-input combinational: 2731 / 23660
clock buffer: 220 / 4747
registers in the layout (all words and copies together) (netlist names):
| name | flops |
|---|---|
| WB_OUT | 32 |
| IF_ID_IR | 16 |
| MEM_WB_ALUOUT | 32 |
| ID_EX_NPC | 32 |
| REG | 288 |
| DM | 1024 |
| MEM_WB_LDM | 32 |
| NPC | 32 |
| EX_MEM_ALUOUT | 32 |
| ID_EX_IMMEDIATE | 5 |
| ID_EX_IR | 11 |
| MEM_WB_IR | 9 |
| ID_EX_B | 32 |
| ID_EX_A | 32 |
| EX_MEM_IR | 9 |
| IF_ID_NPC | 32 |
logic make-up after synthesis:
family	count (synthesis)	share of synthesized area [%]
DFF	1650	65.64
AOI/OAI and AO/OA	1098	10.95
and+or+nand+nor	990	6.644
buffers and inverters	474	2.671
muxes	405	10.54
adders and majority gates	126	2.214
xor gates and xnor gates	112	1.339
power by group:
group	total [W]	internal [W]	switching (W)
Combinational	0.00000000734	0	0
Sequential	0.00487	0.00487	0
Clock	0.00448	0.00254	0.00194
layer usage:
layer  vias up  GRT usage [%]  wire length (um)
met1     23260          36.25             83680
li1      20000              -                 -
met2      3256          39.84            108700
met4        18          9.075              9555
met3       503          19.03             38690
met5         -         0.9888               193
worst register-to-register path, cell delays in order, from the launching register on:
cell	delay, ns
sky130_fd_sc_hd__dfxtp_2	0.31
sky130_fd_sc_hd__buf_4	0.56
sky130_fd_sc_hd__inv_1	0.18
sky130_fd_sc_hd__buf_4	0.30
sky130_fd_sc_hd__ha_1	0.27
sky130_fd_sc_hd__nor2b_4	0.14
sky130_fd_sc_hd__o21ai_0	0.37
sky130_fd_sc_hd__a2111oi_4	0.18
sky130_fd_sc_hd__o211ai_1	0.69
sky130_fd_sc_hd__nand4_1	0.33
sky130_fd_sc_hd__nand2_1	0.23
sky130_fd_sc_hd__o21ai_0	0.18
sky130_fd_sc_hd__and3_1	0.19
sky130_fd_sc_hd__o2111ai_1	0.61
worst paths after layout:
path	to	slack [ns]	cells after the start
max in group asynchronous	NPC[16]	8.23	3
max reg2reg	EX_MEM_ALUOUT[0]	10.49	13
max in group clk0	NPC[2]	10.05	1
max	IF_ID_NPC[24]	7.72	3
min	IF_ID_NPC[10]	-0.26	3
min reg2reg	EX_MEM_IR[7]	0.32	0
min in group clk0	WB_OUT[1]	4.59	1
min in group asynchronous	NPC[1]	6.92	3
placed cells by master (no fill, tap or decap), types with 61 or more instances in the layout:
cell / count
sky130_fd_sc_hd__a21oi_1: 192
sky130_fd_sc_hd__a221oi_1: 86
sky130_fd_sc_hd__a222oi_1: 61
sky130_fd_sc_hd__a22o_1: 65
sky130_fd_sc_hd__a22oi_1: 218
sky130_fd_sc_hd__buf_4: 199
sky130_fd_sc_hd__clkbuf_16: 182
sky130_fd_sc_hd__clkdlybuf4s50_1: 64
sky130_fd_sc_hd__dfxtp_1: 125
sky130_fd_sc_hd__edfxtp_1: 1488
sky130_fd_sc_hd__ha_1: 118
sky130_fd_sc_hd__inv_1: 211
sky130_fd_sc_hd__mux2i_1: 69
sky130_fd_sc_hd__mux4_2: 288
sky130_fd_sc_hd__nand2_1: 179
sky130_fd_sc_hd__nand3_1: 137
sky130_fd_sc_hd__nand4_1: 67
sky130_fd_sc_hd__nor2_1: 241
sky130_fd_sc_hd__nor3_1: 70
sky130_fd_sc_hd__o21ai_0: 122
sky130_fd_sc_hd__xnor2_1: 87
No activity file was given, so power comes from the tool's default toggle rates.
